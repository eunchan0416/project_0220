==> design.v <==
`timescale 1ns / 1ps
module ram (
    input clk,
    input we,
    input [9:0] addr,
    input [7:0] wdata,
    output   [7:0] rdata
);
    reg [7:0] ram[0:1023];
    always @(posedge clk) begin
        if (we) begin
            ram[addr] <= wdata;
        end  
    end
    assign rdata = ram[addr];
endmodule
==> run.sh <==
#!/bin/bash
# OpenROAD 26Q1-2900-gdf79404cd8, Yosys 0.63+post, stock flow scripts
make -C /OpenROAD-flow-scripts/flow DESIGN_CONFIG=/design/flow/config.mk WORK_HOME=/design/flow/orfs finish
==> config.mk <==
export PLATFORM = sky130hd
export DESIGN_NAME = ram
export DESIGN_NICKNAME = ram
export VERILOG_FILES = /design/flow/design.v
export SDC_FILE = /design/flow/constraint.sdc
export NUM_CORES = 4
export LEC_CHECK = 1
export CORE_UTILIZATION = 40
export SYNTH_MEMORY_MAX_BITS = 65536
==> constraint.sdc <==
current_design ram

set clk_period 34.2
set clk_io_pct 0.2

create_clock -name clk0 -period $clk_period [get_ports {clk}]

set non_clock_inputs [all_inputs -no_clocks]
set_input_delay [expr $clk_period * $clk_io_pct] -clock clk0 $non_clock_inputs
set_output_delay [expr $clk_period * $clk_io_pct] -clock clk0 [all_outputs]
==> results.txt <==
Status - finished, final reports clean
Row count - 326
Max FO, Critical Path - 96
Number of global-route vias before repair - 170000
Main logic family - multiplexers
Peak VDD IR - 0.0637 mV
Highest clock rate - 44.4 MHz
MaxCap Viol Count - 0
Cell variety after synth - 58
# Cells Yosys - 16700
Flop pwr share - 54.2%
Worst Max-Slew Pin Slew - 1.42 ns
DR pass1 iterations - 8
Antenna-violating nets left - 0
Top reg by flops - ram
Slew headroom - 4.72%
Sw Ratio - 21.7%
I/O Pins - 28
Avg WL per Cell - 31.3 um
Internal power - 16000 uW
Seq share, synth - 77.8%
Post-synthesis xor/xnor area fraction - 0%
First-pass GRT wire length - 1260000 um
Worst Hold Launch - wdata[6]
Post-synth EDFFs - 8192
Fp util - 40.1%
Post-route design area - 0.356 sq mm
Inst Count DP - 26900
Num CTS Buffers - 797
Area fraction in compound gates - 3.79%
Max reg flops - 8192
Leak pwr - 0.116 uW
Arr. time, crit path - 15.68 ns
Tcrit/Tclk final - 65.8%
Cell Count, Final, Fillers Out - 28400
Post-CTS sizing - 0
Top cells, area - edfxtp_1, mux2i_1, mux4_2
Final Critical Period - 22.52 ns
Sum Neg Setup Slack - 0 ns
Post-synth regs - 8192
Clk sink count - 8192
Post-CTS setup buffer count - 0
H-tree levels - 6
DR vias - 161000
Yosys warnings - 1
RePlAce Congestion - 0.894
Detailed Place HPWL - 547000 um
Pwr dens - 57.1 mW/mm^2
Regs by FF count - ram: 8192 flops
WP data required - 27.36 ns
Drt drc - 0
WS Path Type - input port to output pin
Chip area - 0.794 sq mm
IO Port Bufs - 27
Cells after Synth - 16700
Hold buffers post-CTS - 0
Final tally of max-slew violations - 0
Area share, top type - 77.8%
Combinational power share - 4.5%
Mean Syn Cell Area - 19.0 sq um
Share of cells above drive strength 1 - 15.3%
Nature of the critical path endpoint - output pin
Fill cells - 65200
Cell accounting for the most synthesized area - edfxtp_1
Largest net degree at the start of global routing - 126
Core ar. - 0.788 sq mm
CTS tree - yes
Worst min-delay path class - input port to flop
CTS Buffer Depth - 4
Simple-gate share of the synthesized area - 2.87%
Hold path endpoint - ram[788][6]$_DFFE_PP_
Clock network power share - 41.2%
Die height - 891 um
Gr usage total - 24.4%
DIE WIDTH - 891 um
Ys flop type - edfxtp_1
Worst-path clk slew - 0.06 ns
Sw Pwr - 4420 uW
Fa+ha+maj area frac - 0%
Synthesis area per yosys - 0.316 sq mm
Clk root buf - clkbuf_16
Tool warnings - 47
Average via count per standard cell - 5.67
GR Overflow Total - 0
Worst hold path cell count - 1
Multiplexer share - 13.9%
Area of placed instances - 0.331 sq mm
Initial antenna violation count - 62
Final hold violations - 0
RSZ-0062 raised after global routing - false
Wirelength, routed - 891000 um
Ys async rst share - 0%
Layout area overhead - 12.8%
Startpoint types - input port
Mapped cell area - 0.316 sq mm
Final setup viols - 0
Initial drt markers - 11100
-- synth_stat cells, types with 19 or more instances --
| cell | instances |
|---|---|
| or4_1 | 30 |
| a22oi_1 | 145 |
| o211ai_1 | 67 |
| o22ai_1 | 1098 |
| nor3_1 | 174 |
| mux2i_1 | 2684 |
| o21ai_0 | 127 |
| edfxtp_1 | 8192 |
| a31oi_1 | 34 |
| a21oi_1 | 75 |
| a211oi_1 | 51 |
| nand3_1 | 23 |
| buf_4 | 124 |
| mux4_2 | 748 |
| o2111ai_1 | 106 |
| nor4_1 | 195 |
| o31ai_1 | 19 |
| buf_1 | 49 |
| clkbuf_1 | 459 |
| nor2_1 | 1384 |
| buf_2 | 444 |
| a22o_1 | 28 |
| nand2_1 | 231 |
-- cells in the final DEF (no fill, tap or decap), drive strengths merged, types with 75 or more instances in the layout --
master   count
a21oi       75
buf        817
diode       84
o22ai     1098
nand2      231
nor2      1385
mux4       748
clkinv     392
clkbuf     978
o21ai      127
nor4       195
mux2i     2684
edfxtp    8192
o2111ai    106
a22oi      145
nor3       174
-- metal layers --
layer | track usage, % | wire length (um) | vias to the layer above
met5 | 1.51 | 1760 | -
met4 | 7.76 | 34700 | 121
met3 | 20.1 | 166000 | 1630
met2 | 34.3 | 403000 | 9121
met1 | 28.8 | 286000 | 81200
li1 | - | - | 69000
-- worst max path at each step --
stage | startpoint | slack, ns | end | cells after the start
after CTS | addr[1] | 11.83 | rdata[2] | 18
after global routing | addr[1] | 11.38 | rdata[7] | 16
final | addr[1] | 11.68 | rdata[7] | 16
-- worst max-delay path: stages --
cell	delay (ns)
buf_16	0.40
buf_12	0.47
buf_12	0.50
buf_4	0.71
buf_4	0.68
buf_4	0.67
mux2i_1	0.27
o22ai_1	0.11
nor4_1	0.59
o2111ai_1	0.22
nor3_1	0.65
nor4_2	0.29
buf_4	0.25
nor4_2	1.13
nand4_1	0.73
clkdlybuf4s50_1	0.60
-- power groups by stage --
stage | logic, uW | clock network [uW] | registers [uW]
4_1_cts | 925 | 8520 | 11100
5_1_grt | 980 | 8890 | 11000
6_report | 924 | 8400 | 11100
-- layout make-up --
type | instances | area [sq um] | share of cell area, %
Multi-Input combinational cell | 7381 | 65600 | 18.4
Inverter | 3 | 21.3 | 0.00597
Sequential cell | 8192 | 246000 | 69.0
Timing Repair Buffer | 827 | 6700 | 1.88
Antenna cell | 84 | 210 | 0.0590
Tap cell | 10500 | 13100 | 3.68
Clock buffer | 977 | 20700 | 5.81
Clock inverter | 464 | 4150 | 1.17
-- metrics by stage --
step / utilization [%] / setup WS, ns / total power, uW / hold slack (ns)
finish: 45.3 / 11.68 / 20400 / 6.00
global route: 45.2 / 11.38 / 20900 / 5.98
CTS: 45.2 / 11.83 / 20500 / 5.92
detailed placement: 42.1 / 11.82 / 12200 / 7.24
global placement: 42.1 / 11.88 / 12200 / 7.24
floorplan: - / 18.07 / 11700 / 6.94
-- cell families after synthesis --
group,Yosys count
AOI/OAI and AO/OA,1817
buffers and inverters,1083
DFF,8192
and+or+nand+nor,2117
muxes,3447
Power and IR drop assume default switching activity.
